==> ./design.v <==
`timescale 1ns / 1ps
module count(
    input logic clk,
    input logic start,
    input logic clear, clear_in,
    output logic [3:0] d0, d1, d2, d3
);
    localparam DVSR = 100000;
    logic [22:0] ms_reg;
    logic [22:0] ms_next;
    logic [3:0] d3_reg, d2_reg, d1_reg, d0_reg;
    logic [3:0] d3_next, d2_next, d1_next, d0_next;
    logic ms_tick;
    always_ff @(posedge clk, posedge clear)
        if (clear)
            begin
                ms_reg <= 0;
                d3_reg <= 0;
                d2_reg <= 0;
                d1_reg <= 0;
                d0_reg <= 0;
            end
        else
            begin
                ms_reg <= ms_next;
                d3_reg <= d3_next;
                d2_reg <= d2_next;
                d1_reg <= d1_next;
                d0_reg <= d0_next;
            end
    assign ms_next = (clear_in || (ms_reg==DVSR && start)) ? 4'b0 : (start) ? ms_reg + 1 : ms_reg;
    assign ms_tick = (ms_reg==DVSR) ? 1'b1 : 1'b0;
    always_comb
        begin
            d0_next = d0_reg;
            d1_next = d1_reg;
            d2_next = d2_reg;
            d3_next = d3_reg;
            if(clear_in) 
                begin
                    d0_next = 4'b0;
                    d1_next = 4'b0;
                    d2_next = 4'b0;
                    d3_next = 4'b0;
                end
            else if (ms_tick)
                if (d0_reg != 9)
                    d0_next = d0_reg + 1;
                else
                    begin
                        d0_next = 4'b0;
                        if (d1_reg != 9)
                            d1_next = d1_reg + 1;
                        else
                            begin
                                d1_next = 4'b0;
                                if (d2_reg != 9)
                                    d2_next = d2_reg + 1;
                                else
                                    begin
                                        d2_next = 4'b0;
                                        if (d3_reg != 9)
                                            d3_next = d3_reg + 1;
                                        else 
                                            d3_next = 4'b0;
                                    end
                            end
                    end
        end
        assign d0 = d0_reg;
        assign d1 = d1_reg;
        assign d2 = d2_reg;
        assign d3 = d3_reg;
endmodule
==> ./run.sh <==
#!/bin/bash
# OpenROAD 26Q1-2900-gdf79404cd8, Yosys 0.63+post, stock flow scripts
make -C /OpenROAD-flow-scripts/flow DESIGN_CONFIG=/design/flow/config.mk WORK_HOME=/design/flow/orfs finish
==> ./config.mk <==
export PLATFORM = sky130hd
export DESIGN_NAME = count
export DESIGN_NICKNAME = count
export VERILOG_FILES = /design/flow/design.v
export SDC_FILE = /design/flow/constraint.sdc
export NUM_CORES = 4
export LEC_CHECK = 1
export CORE_UTILIZATION = 30
==> ./constraint.sdc <==
current_design count

set clk_period 3.1
set clk_io_pct 0.2

create_clock -name clk0 -period $clk_period [get_ports {clk}]

set non_clock_inputs [all_inputs -no_clocks]
set_input_delay [expr $clk_period * $clk_io_pct] -clock clk0 $non_clock_inputs
set_output_delay [expr $clk_period * $clk_io_pct] -clock clk0 [all_outputs]
==> insert_results.sql <==
-- physical implementation figures
INSERT INTO impl_metrics (metric_group, metric, value, unit) VALUES
('yosys', 'avgSynthCellArea', '9.35', 'µm²'),
('critical_path', 'worstSetupStartpoint', 'clear_in', ''),
('sta', 'fin_crit_sh', '0.787', ''),
('routing', 'wl_per_cell', '13.2', 'µm'),
('power', 'total_power', '0.909', 'mW'),
('place', 'placement.io_buffers', '19', ''),
('routing', 'post_detailed_route_via_to_cell_ratio', '5.33', ''),
('floorplan', 'core_region_area', '7290', 'µm²'),
('critical_path', 'critPathArrivalTime', '2.65', 'ns'),
('yosys', 'synth_stat.cells', '243', ''),
('global_route', 'antenna_found_initial', '0', ''),
('floorplan', 'die_area', '7920', 'µm²'),
('finish', 'fillerInstances', '749', ''),
('sta', 'skew', '0.00906', 'ns'),
('finish', 'flip_flop_count_of_the_largest_register_all_copies_and_words_added', '23', ''),
('routing', 'post-route-drc-count', '0', ''),
('finish', 'multiInputGateArea', '1180', 'µm²'),
('yosys', 'simple_gate_area_frac', '0.246', ''),
('yosys', 'ys_sh_aoi', '0.166', ''),
('yosys', 'post-synth-top-area-cell', 'sky130_fd_sc_hd__dfrtp_1', ''),
('clock_network', 'post_cts_hold_buffer_count', '0', ''),
('place', 'place_inst', '353', ''),
('routing', 'detail_route.iter0.violations', '103', ''),
('yosys', 'yosys-stat-area', '2270', 'µm²'),
('yosys', 'synth-adder-area-share', '0.0441', ''),
('clock_network', 'clock_tree.buffer_depth', '2', ''),
('sta', 'drv_slew', '0', ''),
('finish', 'syn_to_final_growth', '16.5', '%'),
('critical_path', 'critical_path_peak_fanout', '23', ''),
('floorplan', 'io_pins', '20', ''),
('floorplan', 'die_x', '89.0', 'µm'),
('hold_path', 'timing.hold.worst_endpoint', 'd1_reg[3]$_DFFE_PP0P_', ''),
('critical_path', 'r2r-end', 'd3_reg[2]$_DFFE_PP0P_', ''),
('yosys', 'netlist_instances', '243', ''),
('yosys', 'post_synth_main_area_contributors', 'sky130_fd_sc_hd__dfrtp_1 43%, sky130_fd_sc_hd__a21oi_1 4.4%, sky130_fd_sc_hd__ha_1 4.4%', ''),
('place', 'dp_hpwl', '3120', 'µm'),
('power', 'power.density_cell_area', '343', 'nW/µm²'),
('critical_path', 'crit_type', 'in -> reg', ''),
('floorplan', 'rows', '31', ''),
('yosys', 'synth-seq-area-share', '0.430', ''),
('sta', 'setup_viol', '0', ''),
('sta', 'timing.final.crit_period', '2.44', 'ns'),
('sta', 'hold_viol', '0', ''),
('yosys', 'enable_flop_cells', '0', ''),
('clock_network', 'ctsRootBufferMaster', 'sky130_fd_sc_hd__clkbuf_8', ''),
('clock_network', 'cts.htree.levels', '2', ''),
('clock_network', 'cts_made_buffers', '5', ''),
('routing', 'finalWirelength', '4770', 'µm'),
('sta', 'fmax', '410', 'MHz'),
('clock_network', 'cts.repair_timing.setup_buffer_count', '0', ''),
('critical_path', 'worstRegToRegCells', '4', ''),
('power', 'max-vdd-ir-drop', '0.000163', 'V'),
('floorplan', 'die-height', '89.0', 'µm'),
('status', 'run_status', 'finished clean', ''),
('clock_network', 'clk-insertion-delay-late', '0.29', 'ns'),
('critical_path', 'launching_point_of_the_worst_reg2reg_path', 'ms_reg[10]$_DFFE_PP0P_', ''),
('finish', 'final-seq-area', '976', 'µm²'),
('yosys', 'ys_async_sr_fraction', '1.00', ''),
('global_route', 'gr-usage-all-layers', '0.132', ''),
('routing', 'ant_nets', '0', ''),
('yosys', 'synth.yosys.warnings', '1', ''),
('finish', 'layout.core_utilization', '0.363', ''),
('finish', 'post_layout_nonfiller_instances', '360', ''),
('yosys', 'netlist_area', '2270', 'µm²'),
('global_route', 'grt_max_degree', '40', ''),
('sta', 'rsz0062_at_grt', 'false', ''),
('run', 'log.warning_count', '29', ''),
('sta', 'tns', '0', 'ns'),
('place', 'gp_weighted_congestion', '0.844', ''),
('sta', 'tightestPinTransition', '0.763', 'ns'),
('yosys', 'dominantRegCellSynth', 'sky130_fd_sc_hd__dfrtp_1', '');
## layout make-up
type	count	share of cell area
Clock buffer	6	0.0312
Clock inverter	1	0.00189
Inverter	15	0.0213
Multi-Input combinational cell	177	0.447
Sequential cell	39	0.369
Tap cell	99	0.0468
Timing Repair Buffer	23	0.0832
## cells in the final DEF, fill, tap and decap left out, drive strengths merged, types with 3 or more instances in the layout
master / synthesis / layout
and3b: 3 / 3
nand2: 11 / 11
xnor2: 10 / 10
nor4b: 3 / 3
o211ai: 4 / 4
inv: 15 / 15
nor2b: 4 / 4
ha: 8 / 8
nand2b: 3 / 3
nand4: 7 / 7
mux2i: 3 / 3
o21ai: 12 / 12
clkbuf: 10 / 6
clkdlybuf4s50: 0 / 19
dfrtp: 39 / 39
nor3: 4 / 4
nor2: 16 / 16
o41ai: 3 / 3
or3: 8 / 8
nor4: 6 / 6
o31ai: 9 / 9
or4: 12 / 12
a21oi: 20 / 20
buf: 2 / 4
nand3: 13 / 13
o311ai: 5 / 5
## worst max path at each step
| stage | end | slack, ns | depth (start not counted) |
|---|---|---|---|
| finish | ms_reg[17]$_DFFE_PP0P_ | 0.66 | 5 |
| CTS | ms_reg[21]$_DFFE_PP0P_ | 0.66 | 5 |
| global route | ms_reg[21]$_DFFE_PP0P_ | 0.58 | 5 |
## critical path, cell delays in order
cell                              delay (ns)
sky130_fd_sc_hd__clkdlybuf4s50_1        0.53
sky130_fd_sc_hd__buf_4                  0.30
sky130_fd_sc_hd__o2111ai_1              0.43
sky130_fd_sc_hd__or4_1                  0.62
sky130_fd_sc_hd__a21oi_1                0.14
## layer usage
layer	global-route usage	vias up	part of all wire
li1	-	946	-
met1	0.215	929	0.52
met2	0.195	43	0.43
met3	0.0253	2	0.039
met4	0.0144	0	0.0071
met5	0	-	0
## where the power goes
part           total, mW  internal (mW)  switching [mW]  leakage [nW]
Sequential         0.514          0.510         0.00318         0.544
Combinational     0.0419         0.0131          0.0288         0.367
Clock              0.353          0.175           0.178        0.0470
## cell families after synthesis
family | count (synthesis)
AND/OR/NAND/NOR | 96
AND-OR/OR-AND | 57
flip-flops | 39
buffers and inverters | 27
XOR/XNOR | 12
adder cells (fa/ha/maj) | 8
multiplexers | 4
## per-stage QoR
step	setup slack (ns)	instance area (µm²)	hold slack, ns
2_1_floorplan	1.01	2270	0.440
3_3_place_gp	0.423	2560	0.505
3_5_place_dp	0.356	2560	0.500
4_1_cts	0.660	2650	0.509
5_1_grt	0.582	2650	0.545
6_report	0.659	2650	0.501
No activity file was given, so power comes from the tool's default toggle rates.
