==> /design/flow/design.v <==
`timescale 1ns / 1ps
module disp_mux# (parameter N = 18)(
    input logic clk,
    input logic rst,
    input logic [3:0] hex3, hex2, hex1, hex0,
    output logic [3:0] an,
    output logic [7:0] sseg
); 
    logic [N-1:0] q_reg = 0;
    logic [N-1:0] q_next;
    logic [3:0] hex_in;
    always_ff @(posedge clk, posedge rst) 
        if (rst)
            q_reg <= 0;
        else 
            q_reg <= q_next;
    assign q_next = q_reg + 1;
    always_comb
        case (q_reg[N-1:N-2])
            2'b00:
                begin
                    an = 4'b1110;
                    hex_in = hex0;
                end
            2'b01:
                begin
                    an = 4'b1101;
                    hex_in = hex1;
                end
            2'b10:
                begin
                    an = 4'b1011;
                    hex_in = hex2;
                end
            default:
                begin
                    an = 4'b0111;
                    hex_in = hex3;
                end
        endcase
    always_comb
        begin
            case(hex_in)
                4'h0: sseg = 8'b11000000;
                4'h1: sseg = 8'b11111001;
                4'h2: sseg = 8'b10100100;
                4'h3: sseg = 8'b10110000;
                4'h4: sseg = 8'b10011001;
                4'h5: sseg = 8'b10010010;
                4'h6: sseg = 8'b10000010;
                4'h7: sseg = 8'b11111000;
                4'h8: sseg = 8'b10000000;
                4'h9: sseg = 8'b10010000;
                4'ha: sseg = 8'b10001001;  
                4'hb: sseg = 8'b11001111;  
                default: sseg = 8'b11111111;
            endcase
        end
endmodule
==> /design/flow/run.sh <==
#!/bin/bash
# OpenROAD 26Q1-2900-gdf79404cd8, Yosys 0.63+post, stock flow scripts
make -C /OpenROAD-flow-scripts/flow DESIGN_CONFIG=/design/flow/config.mk WORK_HOME=/design/flow/orfs finish
==> /design/flow/config.mk <==
export PLATFORM = sky130hd
export DESIGN_NAME = disp_mux
export DESIGN_NICKNAME = disp_mux
export VERILOG_FILES = /design/flow/design.v
export SDC_FILE = /design/flow/constraint.sdc
export NUM_CORES = 4
export LEC_CHECK = 1
export CORE_AREA = 10 10 96 96
export DIE_AREA = 0 0 106 106
==> /design/flow/constraint.sdc <==
current_design disp_mux

set clk_period 2.6
set clk_io_pct 0.2

create_clock -name clk0 -period $clk_period [get_ports {clk}]

set non_clock_inputs [all_inputs -no_clocks]
set_input_delay [expr $clk_period * $clk_io_pct] -clock clk0 $non_clock_inputs
set_output_delay [expr $clk_period * $clk_io_pct] -clock clk0 [all_outputs]
==> impl_metrics.ini <==
; synthesis and place-and-route metrics
[worst_setup_path]
r2r-end = q_reg[10]
setup.worst_path.start_class = flop
critical_path_class = reg2out
cp.required_ps = 2080
worstPathArrival_ps = 2030
r2r-start = q_reg[0]
ff2ff_setup_slack_ps = 1100
worst-r2r-cell-count = 5
crit_fanout = 4
crit_path_end_kind = primary output

[detailed_routing]
drtAntennaViolNets = 0
viasPerCell = 3.78
route.met2.wl_um = 1250
num_vias = 1005
drc = 0
wl_met3_um = 222
top_layer = met3
first_pass_iters = 4
wl_per_cell_um = 11.2
n_antenna_cell = 0
routed_wirelength_um = 2990
wl_met1_um = 1520
first_iter_violations = 61

[grt]
grt_pass1_wl_um = 5000
grt_max_degree = 19
grt_antenna_before_repair = 0
grt-ovfl-total = 0
track_usage = 0.0532
grt_pass1_vias = 1013

[min_path]
min_path_cells = 1
hp-start = q_reg[10]
hold_end = q_reg[10]
hold_path.class = reg2reg

[final_timing]
max_slew_margin = 0.540
rsz0062_at_grt = true
fin_crit_sh = 0.979
worst_slack_ps = 54.7
slew_viol_final = 0
setup_viol = 0
fmax_mhz = 393
hold_viol_final = 0
fin_crit_ps = 2550
clock_skew_ps = 0.822
worst_pin_slew_ps = 690
whs_ps = 469
tns_ps = 0

[placed_design]
gp_congestion = 0.865
port_buffers = 28
hpwlAfterDp_um = 2200
placed_cell_area_um2 = 1660
post-place-ws_ps = -457
dp.cells = 255

[synth]
ys_cells = 111
syn-cell-area_um2 = 1130
compound_area_frac = 0.0665
simple_gate_area_frac = 0.174
syn_avg_cell_area_um2 = 10.2
top_logic_kind = simple AND/OR/NAND/NOR gates
synth_chip_area_um2 = 1130
yosys_warnings = 1
synth_seq_share = 0.399
adder_share = 0.0443
synth_cell_types = 31
xor_area_frac = 0.155
ys_seq_elements = 18
synthCells = 111
mux_area_frac = 0.106

[cts]
cts_buffers = 3
cts_root_buffer = clkbuf_8
htree_levels = 1
cts_tree = yes
clkTransAtPathRegs_ps = 60
clk_latency_ps = 240
clockBufferDepth = 2
clock-sinks = 18

[final_layout]
stdcell_count = 266
fillers = 768
design_area_um2 = 1860
syn_to_final_growth_pct = 64.7
final_util = 0.258
largest_reg_flops = 18
layout-drive-gt1-share = 0.353

[flow_run]
warnings = 28
max_cap_violations = 0

[die]
die_h_um = 106
row_count = 31
fp.dieW_um = 106
pin_count = 30
fp_util = 0.156
die-area_um2 = 11200
design.core.area_um2 = 7210

[power]
power_density_nw_per_um2 = 317
peakVddDrop_uv = 400
power_uw = 589
p_leak_nw = 0.842

[status]
status = completed
cell type report:
class | count | area (µm²) | share of cell area
inverter | 8 | 32.5 | 0.0175
clock buffer | 3 | 41.3 | 0.0222
sequential | 18 | 452 | 0.243
timing repair buffer | 57 | 504 | 0.271
multi-input combinational | 81 | 706 | 0.380
tap | 99 | 124 | 0.0666
timing repair:
| item | 4_1_cts | 5_1_grt |
|---|---|---|
| pin swaps | 14 | 2 |
| hold endpoints to repair | 0 | 0 |
| hold buffers | 0 | 0 |
| resized | 56 | 16 |
| buffers inserted | 8 | 2 |
| setup endpoints to repair | 7 | 7 |
how the worst max path moves through the flow:
| stage | start | end | slack (ps) | cells past startpoint |
|---|---|---|---|---|
| 4_1_cts | hex1[0] | sseg[6] | 7 | 7 |
| 5_1_grt | q_reg[16] | sseg[0] | -40 | 9 |
| 6_report | q_reg[16] | sseg[1] | 50 | 7 |
critical path: stages, from the launching register on:
cell	delay (ps)
dfrtp_2	420
buf_4	140
mux4_2	580
ha_4	210
buf_6	120
a21oi_2	150
a21oi_1	60
buf_2	110
Yosys cell counts, drive strengths merged:
cell type | instances | area (µm²)
and4 | 2 | 17.5
mux4 | 5 | 120
o311a | 1 | 10.0
nor3 | 1 | 5.00
a31oi | 2 | 12.5
and3 | 1 | 6.26
nand3b | 1 | 7.51
xor2 | 4 | 35.0
and2 | 2 | 12.5
conb | 1 | 3.75
nand4 | 3 | 18.8
xnor2 | 16 | 140
inv | 8 | 30.0
nand2b | 2 | 12.5
or2 | 1 | 6.26
ha | 4 | 50.1
nand2 | 11 | 41.3
a21oi | 4 | 20.0
nor3b | 1 | 7.51
buf | 3 | 23.8
dfrtp | 18 | 450
clkbuf | 1 | 3.75
nor2 | 7 | 26.3
o21ai | 3 | 15.0
nand3 | 7 | 35.0
o32ai | 1 | 8.76
a311oi | 1 | 8.76
power by group:
group / leakage, nW / internal [mW] / switching, mW
Sequential: 0.240 / 0.280 / 0
Clock: 0.0216 / 0.103 / 0.0807
Combinational: 0.580 / 0.0746 / 0.0504
Total: 0.842 / 0.457 / 0.131
kinds of logic (layout without fill, tap and decap cells):
logic type      after synthesis  after routing
compound gates               12             12
fa+ha+maj                     4              4
simple gates                 39             39
xor+xnor                     20             20
other cells                   1              1
buf+inv                      12             68
mux                           5              5
flops                        18             18
placed cells by master (no fill, tap or decap), types with 2 or more instances in the layout:
cell and n:
nand3_1 7, a21oi_1 2, ha_4 3, and2_1 2, buf_6 8, o21ai_1 2
nand2_1 9, nor2_4 2, mux4_2 5, nor2_1 5, xnor2_1 16, dlygate4sd2_1 11
and4_1 2, clkdlybuf4s15_1 2, a21oi_2 2, buf_4 20, buf_2 5, dfrtp_1 17
xor2_1 4, dlymetal6s2s_1 3, clkbuf_8 3, nand2b_1 2, nand4_1 3, clkdlybuf4s50_1 7
inv_1 6
routing by layer:
| layer | vias up | global-route usage |
|---|---|---|
| met5 | - | 0 |
| met4 | 0 | 0.000967 |
| met3 | 0 | 0.0202 |
| met2 | 28 | 0.0769 |
| met1 | 484 | 0.0784 |
| li1 | 493 | - |
No activity file was given, so power comes from the tool's default toggle rates.
